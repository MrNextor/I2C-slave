[/design/flow/run.sh]
#!/bin/bash
# OpenROAD 26Q1-2900-gdf79404cd8, Yosys 0.63+post, stock flow scripts
make -C /OpenROAD-flow-scripts/flow DESIGN_CONFIG=/design/flow/config.mk WORK_HOME=/design/flow/orfs finish
[/design/flow/design.v]
module def_freq_i2c
    #(parameter FPGA_CLK = 50_000_000,          
      parameter I2C_CLK  = 100_000,             
      parameter NUM_CYC  = FPGA_CLK / I2C_CLK,  
      parameter CNT_SZ   = $clog2(NUM_CYC))     
    (CLK, RST_n, I_SCL, I_RS_IO_SCL, I_FL_IO_SCL,
     O_MDL_LW_IO_SCL, O_MDL_HG_IO_SCL);
    input wire CLK;          
    input wire RST_n;        
    input wire I_SCL;        
    input wire I_RS_IO_SCL;  
    input wire I_FL_IO_SCL;  
    output reg O_MDL_LW_IO_SCL;  
    output reg O_MDL_HG_IO_SCL;  
    reg [CNT_SZ-1:0] cnt;     
    reg [CNT_SZ-1:0] sv_cnt;  
    wire             en_str;  
    assign en_str = cnt == (sv_cnt >> 1'b1) & (cnt > 1'b0);
    always @(posedge CLK or negedge RST_n) begin
        if (!RST_n)
            begin
                cnt <= {CNT_SZ{1'b0}};
                sv_cnt <= {CNT_SZ{1'b0}};
                O_MDL_LW_IO_SCL <= 1'b0;
                O_MDL_HG_IO_SCL <= 1'b0;
            end
        else
            begin
                cnt <= I_FL_IO_SCL || I_RS_IO_SCL ? {CNT_SZ{1'b0}} : cnt + 1'b1;
                sv_cnt <= I_FL_IO_SCL ? cnt : sv_cnt;
                O_MDL_LW_IO_SCL <= !I_SCL & en_str ? 1'b1 : 1'b0;
                O_MDL_HG_IO_SCL <= I_SCL & en_str ? 1'b1 : 1'b0;
            end
    end
endmodule
module slv_i2c_fsm
    #(parameter DATA_SZ = 8)  
    (CLK, RST_n, I_SCL, I_SDA, I_RS_IO_SCL, I_FL_IO_SCL, I_RS_IO_SDA, I_FL_IO_SDA, I_ACK, I_MDL_LW_IO_SCL, I_DATA_WR,
     O_ADDR_SLV, O_RW, O_ADDR_REG, O_DATA_RD,  O_SDA, O_BUSY, O_CH_CNCT, O_DATA_VL);
    localparam CNT_BIT_DATA_SZ = $clog2(DATA_SZ) + 1;  
    localparam ST_SZ     = 9;  
    (* syn_encoding = "one-hot" *) reg [ST_SZ-1:0] st;  
    localparam IDLE      = 0;  
    localparam START     = 1;  
    localparam COMM_MSTR = 2;  
    localparam ACK_COMM  = 3;  
    localparam ADDR_REG  = 4;  
    localparam ACK_DATA  = 5;  
    localparam WR        = 6;  
    localparam RD        = 7;  
    localparam MSTR_ACK  = 8;  
    input wire               CLK;              
    input wire               RST_n;            
    input wire               I_SCL;            
    input wire               I_SDA;            
    input wire               I_RS_IO_SCL;      
    input wire               I_FL_IO_SCL;      
    input wire               I_RS_IO_SDA;      
    input wire               I_FL_IO_SDA;      
    input wire               I_ACK;            
    input wire               I_MDL_LW_IO_SCL;  
    input wire [DATA_SZ-1:0] I_DATA_WR;        
    output reg [DATA_SZ-2:0] O_ADDR_SLV;  
    output reg               O_RW;        
    output reg [DATA_SZ-1:0] O_ADDR_REG;  
    output reg [DATA_SZ-1:0] O_DATA_RD;   
    output reg               O_SDA;       
    output reg               O_BUSY;      
    output reg               O_CH_CNCT;   
    output reg               O_DATA_VL;   
    reg [ST_SZ-1:0]           nx_st;            
    reg [DATA_SZ-2:0]         nx_o_addr_slv;    
    reg                       nx_o_rw;          
    reg [DATA_SZ-1:0]         nx_o_addr_reg;    
    reg [DATA_SZ-1:0]         nx_o_data_rd;     
    reg                       nx_o_sda;         
    reg                       nx_o_busy;        
    reg                       nx_o_ch_cnct;     
    reg                       nx_o_data_vl;     
    reg [DATA_SZ-1:0]         buff_rd;          
    reg [DATA_SZ-1:0]         nx_buff_rd;       
    reg [DATA_SZ-1:0]         buff_wr;          
    reg [DATA_SZ-1:0]         nx_buff_wr;       
    reg [CNT_BIT_DATA_SZ-1:0] cnt_bit_data;     
    reg [CNT_BIT_DATA_SZ-1:0] nx_cnt_bit_data;  
    reg [DATA_SZ-1:0]         comm_slv;         
    reg [DATA_SZ-1:0]         nx_comm_slv;      
    reg [DATA_SZ-1:0]         pr_comm_slv;
    reg [DATA_SZ-1:0]         nx_pr_comm_slv;
    reg [DATA_SZ-1:0]         pr_addr_reg;
    reg [DATA_SZ-1:0]         nx_pr_addr_reg;
    reg [DATA_SZ-1:0]         addr_reg_offset;
    reg [DATA_SZ-1:0]         nx_addr_reg_offset;
    reg                       ack_from_slave;
    reg                       nx_ack_from_slave;
    reg                       go;
    reg                       nx_go;
    always @(*) begin
        nx_st = st;
        nx_o_addr_slv = O_ADDR_SLV;
        nx_o_rw = O_RW;
        nx_o_addr_reg = O_ADDR_REG;
        nx_o_data_rd = O_DATA_RD;
        nx_o_sda = O_SDA;
        nx_o_busy = O_BUSY;
        nx_o_ch_cnct = O_CH_CNCT;
        nx_o_data_vl = O_DATA_VL;
        nx_buff_rd = buff_rd;
        nx_buff_wr = buff_wr;
        nx_cnt_bit_data = cnt_bit_data;
        nx_comm_slv = comm_slv;
        nx_pr_comm_slv = pr_comm_slv;
        nx_pr_addr_reg = pr_addr_reg;
        nx_addr_reg_offset = addr_reg_offset;
        nx_ack_from_slave = ack_from_slave;
        nx_go = go;
        case (st)
            IDLE     :  begin
                            if (I_FL_IO_SDA & I_SCL)
                                begin
                                    nx_o_busy = 1'b1;
                                    nx_st = START;
                                end
                        end
            START    :  begin
                            if (I_RS_IO_SCL)
                                begin
                                    nx_cnt_bit_data = DATA_SZ - 1'b1;
                                    nx_buff_rd = {buff_rd[DATA_SZ-2:0], I_SDA};
                                    nx_st = COMM_MSTR;
                                end
                        end
            COMM_MSTR : begin
                            if (I_RS_IO_SCL)
                                begin
                                    nx_buff_rd = {buff_rd[DATA_SZ-2:0], I_SDA};
                                    nx_cnt_bit_data = cnt_bit_data - 1'b1;
                                end
                            if (&(!cnt_bit_data))
                                begin
                                    nx_comm_slv = buff_rd;
                                    nx_o_rw = buff_rd[0];
                                    nx_o_ch_cnct = 1'b1;
                                    nx_o_addr_slv = buff_rd[DATA_SZ-1:1];
                                    if ({pr_comm_slv[DATA_SZ-1:1], 1'b1} == buff_rd)
                                        begin
                                            nx_o_addr_reg = pr_addr_reg;
                                            nx_o_data_vl = 1'b1;
                                        end
                                    if (I_MDL_LW_IO_SCL)
                                        begin
                                            nx_cnt_bit_data = DATA_SZ - 1'b1;
                                            nx_o_sda = I_ACK;
                                            nx_ack_from_slave = I_ACK;
                                            nx_go = 1'b1;
                                            nx_o_ch_cnct = 1'b0;
                                            nx_o_data_vl = 1'b0;
                                            nx_st = ACK_COMM;
                                        end
                                end
                        end
            ACK_COMM :  begin
                            if (I_MDL_LW_IO_SCL)
                                begin
                                    nx_go = 1'b0;
                                    if (comm_slv[0])
                                        begin
                                            nx_buff_wr = {I_DATA_WR[DATA_SZ-2:0], 1'b0};
                                            nx_o_sda = I_DATA_WR[DATA_SZ-1];
                                            nx_st = WR;
                                        end
                                    else nx_o_sda = 1'b1;
                                end
                            if (I_RS_IO_SDA & I_SCL)
                                begin
                                    nx_o_busy = 1'b0;
                                    nx_st = IDLE;
                                end
                            if (I_FL_IO_SCL & !go)
                                begin
                                    nx_buff_rd = {buff_rd[DATA_SZ-2:0], I_SDA};
                                    nx_st = ADDR_REG;
                                end
                        end
            ADDR_REG :  begin
                            if (I_RS_IO_SCL)
                                begin
                                    nx_buff_rd = {buff_rd[DATA_SZ-2:0], I_SDA};
                                    nx_cnt_bit_data = cnt_bit_data - 1'b1;
                                end
                            if (&(!cnt_bit_data))
                                begin
                                    nx_o_addr_reg = buff_rd;
                                    nx_addr_reg_offset = {DATA_SZ{1'b0}};
                                    if (I_MDL_LW_IO_SCL)
                                        begin
                                            nx_cnt_bit_data = DATA_SZ - 1'b1;
                                            nx_o_sda = ack_from_slave;
                                            nx_go = 1'b1;
                                            nx_st = ACK_DATA;
                                        end
                                end
                        end
            ACK_DATA :  begin
                            if (I_MDL_LW_IO_SCL)
                                begin
                                    nx_go = 1'b0;
                                    nx_o_sda = 1'b1;
                                end
                            if (I_RS_IO_SDA & I_SCL)
                                begin
                                    nx_o_busy = 1'b0;
                                    nx_pr_addr_reg = O_ADDR_REG;
                                    nx_pr_comm_slv = comm_slv;
                                    nx_st = IDLE;
                                end
                            if (I_FL_IO_SCL & !go)
                                begin
                                    if (comm_slv[0])
                                        begin
                                            nx_buff_wr = {I_DATA_WR[DATA_SZ-2:0], 1'b0};
                                            nx_o_sda = I_DATA_WR[DATA_SZ-1];
                                            nx_st = WR;
                                        end
                                    else
                                        begin
                                            nx_buff_rd = {buff_rd[DATA_SZ-2:0], I_SDA};
                                            nx_st = RD;
                                        end
                                end
                        end
            RD       :  begin
                            if (I_RS_IO_SCL)
                                begin
                                    nx_buff_rd = {buff_rd[DATA_SZ-2:0], I_SDA};
                                    nx_cnt_bit_data = cnt_bit_data - 1'b1;
                                end
                            if (&(!cnt_bit_data))
                                begin
                                    nx_o_addr_reg = &(!addr_reg_offset) ? O_ADDR_REG : addr_reg_offset;
                                    nx_o_data_rd = buff_rd;
                                    nx_o_data_vl = 1'b1;
                                    if (I_MDL_LW_IO_SCL)
                                        begin
                                            nx_cnt_bit_data = DATA_SZ - 1'b1;
                                            nx_o_sda = ack_from_slave;
                                            nx_go = 1'b1;
                                            nx_o_data_vl = 1'b0;
                                            nx_addr_reg_offset = O_ADDR_REG + 1'b1;
                                            nx_st = ACK_DATA;
                                        end
                                end
                        end
            WR       :  begin
                            if (I_MDL_LW_IO_SCL)
                                begin
                                    nx_o_sda = buff_wr[DATA_SZ-1];
                                    nx_buff_wr = {buff_wr[DATA_SZ-2:0], 1'b0};
                                    nx_cnt_bit_data = cnt_bit_data - 1'b1;
                                end
                            if (&(!cnt_bit_data))
                                begin
                                    if (I_MDL_LW_IO_SCL)
                                        begin
                                            nx_cnt_bit_data = DATA_SZ - 1'b1;
                                            nx_o_sda = 1'b1;
                                            nx_st = MSTR_ACK;
                                        end
                                end
                        end
            MSTR_ACK :  begin
                            if (I_RS_IO_SCL)
                                begin
                                    if (I_SDA)
                                        begin
                                            nx_o_busy = 1'b0;
                                            nx_st = IDLE;
                                        end
                                    else
                                        begin
                                            nx_o_addr_reg = O_ADDR_REG + 1'b1;
                                            nx_o_data_vl = 1'b1;
                                        end
                                end
                            if (I_MDL_LW_IO_SCL)
                                begin
                                    nx_buff_wr = {I_DATA_WR[DATA_SZ-2:0], 1'b0};
                                    nx_o_sda = I_DATA_WR[DATA_SZ-1];
                                    nx_o_data_vl = 1'b0;
                                    nx_st = WR;
                                end
                        end
            default  :  begin
                            nx_st = IDLE;
                            nx_o_sda = 1'b1;
                            nx_o_busy = 1'b0;
                            nx_o_data_vl = 1'b0;
                            pr_comm_slv = {DATA_SZ{1'b0}};
                            nx_ack_from_slave = 1'b1;
                            nx_addr_reg_offset = {DATA_SZ{1'b0}};
                        end
        endcase
    end
    always @(posedge CLK or negedge RST_n) begin
        if (!RST_n)
            begin
                st              <= IDLE;
                O_ADDR_SLV      <= {DATA_SZ-1{1'b0}};
                O_RW            <= 1'b0;
                O_ADDR_REG      <= {DATA_SZ{1'b0}};
                O_DATA_RD       <= {DATA_SZ{1'b0}};
                O_SDA           <= 1'b1;
                O_BUSY          <= 1'b0;
                O_CH_CNCT       <= 1'b0;
                O_DATA_VL       <= 1'b0;
                buff_rd         <= {DATA_SZ{1'b0}};
                buff_wr         <= {DATA_SZ{1'b0}};
                cnt_bit_data    <= {CNT_BIT_DATA_SZ{1'b0}};
                comm_slv        <= {DATA_SZ{1'b0}};
                pr_comm_slv     <= {DATA_SZ{1'b0}};
                pr_addr_reg     <= {DATA_SZ{1'b0}};
                addr_reg_offset <= {DATA_SZ{1'b0}};
                ack_from_slave  <= 1'b1;
                go              <= 1'b0;
            end
        else
            begin
                st              <= nx_st;
                O_ADDR_SLV      <= nx_o_addr_slv;
                O_RW            <= nx_o_rw;
                O_ADDR_REG      <= nx_o_addr_reg;
                O_DATA_RD       <= nx_o_data_rd;
                O_SDA           <= nx_o_sda;
                O_BUSY          <= nx_o_busy;
                O_CH_CNCT       <= nx_o_ch_cnct;
                O_DATA_VL       <= nx_o_data_vl;
                buff_rd         <= nx_buff_rd;
                buff_wr         <= nx_buff_wr;
                cnt_bit_data    <= nx_cnt_bit_data;
                comm_slv        <= nx_comm_slv;
                pr_comm_slv     <= nx_pr_comm_slv;
                pr_addr_reg     <= nx_pr_addr_reg;
                addr_reg_offset <= nx_addr_reg_offset;
                ack_from_slave  <= nx_ack_from_slave;
                go              <= nx_go;
            end
    end
endmodule
module top_slv_i2c
    #(parameter FPGA_CLK = 50_000_000,  
      parameter I2C_CLK  = 100_000,     
      parameter DATA_SZ  = 8)           
    (CLK, RST_n, I_ACK, I_SCL, I_DATA_WR,
     O_ADDR_SLV, O_RW, O_ADDR_REG, O_DATA_RD, O_BUSY, O_CH_CNCT, O_DATA_VL,
     IO_SDA);
    input wire               CLK;        
    input wire               RST_n;      
    input wire               I_SCL;      
    input wire               I_ACK;      
    input wire [DATA_SZ-1:0] I_DATA_WR;  
    output wire [DATA_SZ-2:0] O_ADDR_SLV;  
    output wire               O_RW;        
    output wire [DATA_SZ-1:0] O_ADDR_REG;  
    output wire [DATA_SZ-1:0] O_DATA_RD;   
    output wire               O_BUSY;      
    output wire               O_CH_CNCT;   
    output wire               O_DATA_VL;   
    inout wire                IO_SDA;      
    wire mdl_lw_io_scl;  
    wire mdl_hg_io_scl;
    wire sda;
    wire sda_out;
    reg  cr_sda;
    reg  pr_sda;
    wire rs_sda;
    wire fl_sda;
    reg  cr_scl;
    reg  pr_scl;
    wire rs_scl;
    wire fl_scl;
    assign sda    = IO_SDA;
    assign IO_SDA = sda_out ? 1'bz : 1'b0;
    assign rs_sda = cr_sda & !pr_sda;
    assign fl_sda = !cr_sda & pr_sda;
    assign rs_scl = cr_scl & !pr_scl;
    assign fl_scl = !cr_scl & pr_scl;
    always @(posedge CLK or negedge RST_n) begin
        if (!RST_n)
            begin
                cr_scl <= 1'b0;
                pr_scl <= 1'b0;
                cr_sda <= 1'b0;
                pr_sda <= 1'b0;
            end
        else
            begin
                cr_scl <= I_SCL;
                pr_scl <= cr_scl;
                cr_sda <= sda;
                pr_sda <= cr_sda;
            end
    end
    def_freq_i2c
         #(
         .FPGA_CLK(FPGA_CLK),
         .I2C_CLK(I2C_CLK)
        )
    def_freq_i2c
		  (
         .CLK(CLK),
         .RST_n(RST_n),
         .I_SCL(I_SCL),
         .I_RS_IO_SCL(rs_scl),
         .I_FL_IO_SCL(fl_scl),
         .O_MDL_LW_IO_SCL(mdl_lw_io_scl),
         .O_MDL_HG_IO_SCL(mdl_hg_io_scl)
        );
    slv_i2c_fsm
        #(.DATA_SZ(DATA_SZ))
    slv_i2c_fsm
        (
         .CLK(CLK),
         .RST_n(RST_n),
         .I_SCL(I_SCL),
         .I_SDA(sda),
         .I_RS_IO_SCL(rs_scl),
         .I_FL_IO_SCL(fl_scl),
         .I_RS_IO_SDA(rs_sda),
         .I_FL_IO_SDA(fl_sda),
         .I_ACK(I_ACK),
         .I_MDL_LW_IO_SCL(mdl_lw_io_scl),
         .I_DATA_WR(I_DATA_WR),
         .O_ADDR_SLV(O_ADDR_SLV),
         .O_RW(O_RW),
         .O_ADDR_REG(O_ADDR_REG),
         .O_DATA_RD(O_DATA_RD),
         .O_SDA(sda_out),
         .O_BUSY(O_BUSY),
         .O_CH_CNCT(O_CH_CNCT),
         .O_DATA_VL(O_DATA_VL)
        );
endmodule
[/design/flow/config.mk]
export PLATFORM = sky130hd
export DESIGN_NAME = top_slv_i2c
export DESIGN_NICKNAME = top_slv_i2c
export VERILOG_FILES = /design/flow/design.v
export SDC_FILE = /design/flow/constraint.sdc
export NUM_CORES = 4
export LEC_CHECK = 1
export CORE_UTILIZATION = 50
[/design/flow/constraint.sdc]
current_design top_slv_i2c

set clk_period 2.7
set clk_io_pct 0.2

create_clock -name clk0 -period $clk_period [get_ports {CLK}]

set non_clock_inputs [all_inputs -no_clocks]
set_input_delay [expr $clk_period * $clk_io_pct] -clock clk0 $non_clock_inputs
set_output_delay [expr $clk_period * $clk_io_pct] -clock clk0 [all_outputs]
==> results.sh <==
# flow metrics
export IMPL_drv_cap=0
export IMPL_drt_antenna_violating_nets=0
export IMPL_clk_pin_slew_ns=0.08
export IMPL_compound_area_share_pct=15.6
export IMPL_chipWidth_um=69.6
export IMPL_slowest_delay_ns=0.59
export IMPL_drv_slew=0
export IMPL_crit_fanout=9
export IMPL_synth_main_ff_cell="dfrtp_1"
export IMPL_dpl_cell_area_um2=2370
export IMPL_post_cts_resized=0
export IMPL_synthCells=231
export IMPL_top_cell_area_share_pct=46.0
export IMPL_grt_antenna_before_repair=0
export IMPL_power_leakage_nw=1.14
export IMPL_fin_skew_ns=0.00834
export IMPL_cp_slowest_cell="a2111o_1"
export IMPL_area_leaders="dfrtp_1 (46%), buf_4 (6.2%), ha_1 (3.8%)"
export IMPL_tns_ns=0
export IMPL_syn_area_per_cell_um2=9.89
export IMPL_area_growth_pct=7.50
export IMPL_yosysWarnings=19
export IMPL_hp_class="in -> async"
export IMPL_muxShareOfSynthArea_pct=4.33
export IMPL_crit_arrival_ns=2.34
export IMPL_ys_chip_area_um2=2280
export IMPL_largest_area_cell="dfrtp_1"
export IMPL_critPathLaunchType="flip-flop"
export IMPL_synth_adder_area_share_pct=3.83
export IMPL_vias_per_cell=5.55
export IMPL_crit_required_ns=2.87
export IMPL_postCtsHoldBufs=0
export IMPL_cts_buffer_depth=2
export IMPL_ys_types=48
export IMPL_worst_pin_slew_ns=0.757
export IMPL_r2r_slack_ns=0.54
export IMPL_ys_sh_simple_pct=15.7
export IMPL_top_cell="dfrtp_1"
export IMPL_drtIter0Drc=116
export IMPL_drive_gt1_share_pct=7.38
export IMPL_n_antenna_cell=0
export IMPL_endpoint_kind="flip-flop"
export IMPL_final_setup_viol_count=0
export IMPL_crit_chain="inv_1 -> ha_1 -> or3b_1 -> a2111o_1 -> o21ai_1 -> o31ai_1"
export IMPL_wl_per_cell_um=13.7
export IMPL_die_y_um=69.6
export IMPL_cts_root_buf="clkbuf_8"
export IMPL_slew_headroom_pct=49.5
export IMPL_clock_latency_ns=0.29
export IMPL_edf_count=0
export IMPL_grt_max_degree=35
export IMPL_r2r_cells=6
export IMPL_power_density_nw_per_um2=480
export IMPL_cts_tree="built"
export IMPL_postSynthSeqShare_pct=46.0
export IMPL_cts_buffers_inserted=5
export IMPL_rsz0062_at_grt="false"
export IMPL_io_pins=40
export IMPL_crit_end="slv_i2c_fsm.O_ADDR_REG[6]"
export IMPL_top_logic_kind="simple AND/OR/NAND/NOR gates"
export IMPL_outcome="finished, final reports clean"
export IMPL_dp_hpwl_um=2870
export IMPL_worstReg2RegEnd="slv_i2c_fsm.O_ADDR_REG[6]"
export IMPL_wl_um=4040
export IMPL_path_depth=6
export IMPL_async_flop_share_pct=100
export IMPL_log_warning_count=36
export IMPL_port_buffer_count=11
export IMPL_place_congestion=0.849
export IMPL_xor_area_share_pct=4.60
export IMPL_ys_cells=231
export IMPL_crit_type="reg -> reg"
export IMPL_track_usage_pct=19.2
export IMPL_crit_buf_inv=1
export IMPL_num_rows=24
export IMPL_max_freq_ghz=0.463
export IMPL_final_util_pct=56.0
export IMPL_fp_coreArea_um2=4380
export IMPL_worstSetupStartpoint="slv_i2c_fsm.cnt_bit_data[0]"
export IMPL_fin_area_um2=2460
export IMPL_overflow=0
export IMPL_fp_util_pct=52.1
export IMPL_reg2reg_from="slv_i2c_fsm.cnt_bit_data[0]"
export IMPL_crit_family="AND-OR/OR-AND gates"
export IMPL_cts_sinks=42
export IMPL_fp_dieArea_um2=4840
export IMPL_drc_errors=0
export IMPL_first_pass_iters=4
export IMPL_min_period_over_period_pct=80.1
export IMPL_vdd_drop_max_uv=444
export IMPL_fin_crit_ns=2.16
export IMPL_cts_htree_levels=2
export IMPL_syn_area_um2=2280
export IMPL_grt_pass1_vias=1603
export IMPL_hold_viol=0
export IMPL_ys_top_cells_by_count="dfrtp_1 (42), buf_4 (19), inv_1 (16), o21ai_0 (15), nand2_1 (13)"
export IMPL_cts_setup_buffers=0
export IMPL_grt_pass1_wl_um=7370
export IMPL_ys_flops=42
export IMPL_vias=1642
==> report_power, final <==
part / switching (mW) / leakage, nW / internal (mW)
registers: 0.0260 / 0.578 / 0.647
logic: 0.0641 / 0.516 / 0.0468
clock network: 0.197 / 0.0431 / 0.197
==> cell usage in the layout, fill, tap and decap left out, types with 3 or more instances in the layout <==
cell,Yosys,layout
clkbuf_8,0,6
nand2_1,13,13
inv_1,16,16
nor3_1,3,3
o21ai_1,7,7
o21ai_0,15,15
nand2b_1,5,5
xor2_1,7,7
or3_1,4,4
o31ai_1,4,4
conb_1,1,19
a211oi_1,3,3
xnor2_1,5,5
a31oi_1,3,3
a22o_1,4,4
mux2_2,7,7
clkdlybuf4s50_1,0,10
a21oi_1,3,3
dfrtp_1,42,42
nor2b_1,3,3
a21boi_0,3,3
and2_1,6,6
nand3_1,7,7
nor2_1,12,12
ha_1,7,7
==> metal layers <==
| metal | vias up | GRT usage [%] | wire length [µm] |
|---|---|---|---|
| met5 | - | 0 | 0 |
| met4 | 0 | 2.04 | 26 |
| met3 | 4 | 2.95 | 168 |
| met2 | 46 | 30.4 | 1920 |
| met1 | 792 | 30.4 | 1930 |
| li1 | 800 | - | - |
==> layout make-up <==
class | instances | area [µm²]
repair buffers | 13 | 120
inverters | 16 | 60.1
flip-flops and latches | 42 | 1050
well taps | 52 | 65.1
clock buffers | 6 | 82.6
fillers | 363 | 1930
multi-input cells | 167 | 1080
==> worst min path at each step <==
stage / start / end / slack [ns] / cells past startpoint
final: RST_n / slv_i2c_fsm.cnt_bit_data[0] / 0.32 / 1
after global routing: RST_n / def_freq_i2c.O_MDL_LW_IO_SCL / 0.38 / 1
after CTS: RST_n / slv_i2c_fsm.cnt_bit_data[0] / 0.34 / 1
==> flip-flops by register name, summed over array words and instances (netlist names) <==
| register | count |
|---|---|
| slv_i2c_fsm.st | 8 |
| slv_i2c_fsm.cnt_bit_data | 4 |
| slv_i2c_fsm.go | 1 |
| pr_scl | 1 |
| def_freq_i2c.sv_cnt | 8 |
| def_freq_i2c.O_MDL_LW_IO_SCL | 1 |
| cr_scl | 1 |
| slv_i2c_fsm.O_CH_CNCT | 1 |
| def_freq_i2c.cnt | 9 |
| slv_i2c_fsm.O_ADDR_REG | 8 |
==> through the flow <==
step	setup slack, ns	std cells	power (mW)	hold slack (ns)
after floorplan	0.736	249	0.773	0.244
after global placement	0.580	290	0.795	0.394
after detailed placement	0.572	290	0.797	0.402
after CTS	0.553	296	1.20	0.340
after global routing	0.428	296	1.24	0.384
final	0.539	296	1.18	0.319
==> cell families after synthesis <==
group,Yosys count
buffers and inverters,40
xor gates and xnor gates,12
and+or+nand+nor,66
muxes,9
AOI/OAI and AO/OA,54
other,1
DFF,42
adders and majority gates,7
Power and IR drop assume default switching activity.
